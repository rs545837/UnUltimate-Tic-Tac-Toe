### ./design.v
`timescale 1ns / 1ps
module counter
    #(BITS = 20)
    (
    input clk,
    input rst,
    output [BITS - 1 : 0] q
    );
    reg [BITS - 1 : 0] rCounter;
    always @(posedge clk, posedge rst)
        if (rst)
            rCounter <= 0;
        else
            rCounter <= rCounter + 1;
    assign q = rCounter;
endmodule
`timescale 1ns / 1ps
module keyboard_controller(
    input clk,
    input [3:0] row,
    output reg [3:0] col,
    output reg [3:0] key
    );
    localparam BITS = 20;
    localparam ONE_MS_TICKS = 100000000 / 1000;
    localparam SETTLE_TIME = 100000000 / 1000000;
    wire [BITS - 1 : 0] key_counter;
    reg rst;
    counter counter(
        .clk(clk),
        .rst(rst),
        .q(key_counter)
    );
    always @ (posedge clk)
    begin
        case (key_counter)
            0:
                rst <= 1'b0;
            ONE_MS_TICKS:
                col <= 4'b0111;
            ONE_MS_TICKS + SETTLE_TIME:
            begin
                case (row)
                    4'b0111:
                        key <= 4'b0001;  
                    4'b1011:
                        key <= 4'b0100;  
                    4'b1101:
                        key <= 4'b0111;  
                    4'b1110:
                        key <= 4'b0000;  
                endcase
            end
            2 * ONE_MS_TICKS:
                col <= 4'b1011;
            2 * ONE_MS_TICKS + SETTLE_TIME:
            begin
                case (row)
                    4'b0111:
                        key <= 4'b0010;  
                    4'b1011:
                        key <= 4'b0101;  
                    4'b1101:
                        key <= 4'b1000;  
                    4'b1110:
                        key <= 4'b1111;  
                endcase
            end
            3 * ONE_MS_TICKS:
                col <= 4'b1101;
            3 * ONE_MS_TICKS + SETTLE_TIME:
            begin
                case (row)
                    4'b0111:
                        key <= 4'b0011;  
                    4'b1011:
                        key <= 4'b0110;  
                    4'b1101:
                        key <= 4'b1001;  
                    4'b1110:
                        key <= 4'b1110;  
                endcase
            end
            4 * ONE_MS_TICKS:
                col <= 4'b1110;
            4 * ONE_MS_TICKS + SETTLE_TIME:
            begin
                case (row)
                    4'b0111:
                        key <= 4'b1010;  
                    4'b1011:
                        key <= 4'b1011;  
                    4'b1101:
                        key <= 4'b1100;  
                    4'b1110:
                        key <= 4'b1101;  
                endcase
                rst <= 1'b1;
            end    
        endcase
    end
endmodule
### ./run.sh
#!/bin/bash
# OpenROAD 26Q1-2900-gdf79404cd8, Yosys 0.63+post, stock flow scripts
make -C /OpenROAD-flow-scripts/flow DESIGN_CONFIG=/design/flow/config.mk WORK_HOME=/design/flow/orfs finish
### ./config.mk
export PLATFORM = sky130hd
export DESIGN_NAME = keyboard_controller
export DESIGN_NICKNAME = keyboard_controller
export VERILOG_FILES = /design/flow/design.v
export SDC_FILE = /design/flow/constraint.sdc
export NUM_CORES = 4
export LEC_CHECK = 1
export CORE_UTILIZATION = 30
### ./constraint.sdc
current_design keyboard_controller

set clk_period 1.6
set clk_io_pct 0.2

create_clock -name clk0 -period $clk_period [get_ports {clk}]

set non_clock_inputs [all_inputs -no_clocks]
set_input_delay [expr $clk_period * $clk_io_pct] -clock clk0 $non_clock_inputs
set_output_delay [expr $clk_period * $clk_io_pct] -clock clk0 [all_outputs]
==> qor.yml <==
outcome: "finished with violations"
violations: "negative setup slack"
cp.required_ps: 1570
grt_start_max_net_pins: 17
r2r-end: "key[2]$_DFFE_PP_"
cts_hold_buf: 0
ys_types: 38
num_antenna_cells: 0
layout-drive-gt1-share: 0.460
period_needed_ps: 2000
clock_latency_ps: 280
die_w_um: 75.8
reg2reg_depth: 5
io_pins: 13
drv_slew: 0
coreArea_sq_mm: 0.00517
place_congestion: 0.831
irDropWorstVdd_mv: 0.444
min-delay-path-class: "flip-flop to async pin"
cpMaxStageDelayCell: "or4_4"
grt_setup_unrepaired: "true"
crit_fanout: 4
powerDensity_mw_per_mm2: 532
grt_overflow: 0
dieArea_sq_mm: 0.00575
cp_cell_sequence: "nor4b_2 > nand2_1 > or4_4 > nor2_1 > o41a_1"
start_kind: "flip-flop"
stdcell_count: 307
yosys.stat.chipArea_sq_mm: 0.00163
maxCapViolations: 0
ant_nets: 0
cts_made_buffers: 5
final_common_cell: "buf_4"
startpoint: "counter.rCounter[11]$_DFF_PP0_"
grt_pass1_wl_um: 6440
crit_arrival_ps: 1970
drtIter0Drc: 62
slowest_delay_ps: 510
syn-cell-area_sq_mm: 0.00163
critPathKind: "flip-flop to flip-flop"
cts.sinks: 29
lay_top_cells: "61 x buf_4, 19 x dfrtp_1, 15 x xnor2_1"
cts_max_path_buffers: 2
rows: 26
ys.warnings.count: 2
numPortBuffers: 12
r2r_slack_ps: -400
wl_um: 3690
tns_ps: -5630
fin_ws_ps: -396
root_buffer: "clkbuf_8"
first_pass_iters: 4
htree_levels: 2
antenna_found_initial: 0
die_h_um: 75.8
netlist_instances: 158
max_slew_margin: 0.751
edf_count: 9
hpwl_um: 2610
synth.avg_cell_area_sq_um: 10.3
place_ws_ps: -370
synth-cells-yosys: 158
finClkSkew_ps: 3.38
fp_util: 0.316
finalSetupViolCount: 24
cts_tree: "done"
ys_seq_share: 0.472
worstReg2RegStart: "counter.rCounter[11]$_DFF_PP0_"
warnings: 29
grtUsageTotal: 0.150
drc: 0
p_leak_uw: 0.00113
critPathCaptureType: "flip-flop"
grt_pass1_vias: 1370
flop_cell: "dfrtp_1"
finalCritPeriodShare: 1.25
routed_via_density: 4.63
area_growth_syn_to_layout_pct: 58.6
via_count: 1420
place_inst: 286
wl_per_cell_um: 12.0
hold_viol: 0
async_flop_share: 0.690
synth-seq-cells: 29
max_freq_ghz: 0.501
worstMarginPinSlew_ps: 372
clkTransAtPathRegs_ps: 60
metrics by stage:
| step | total power, uW | hold WS [ps] | util | instance area, sq um |
|---|---|---|---|---|
| CTS | 1400 | 184 | 0.480 | 2480 |
| detailed placement | 828 | 176 | 0.431 | 2230 |
| global route | 1430 | 202 | 0.501 | 2590 |
| finish | 1380 | 174 | 0.501 | 2590 |
| floorplan | 805 | 321 | - | 1660 |
| global placement | 828 | 174 | 0.431 | 2230 |
sequential cells by signal, indices dropped and copies added (netlist names):
signal and flops:
col 4, counter.rCounter 20, key 4, rst 1
power breakdown:
group	switching, uW	leakage, uW	internal, uW
Combinational	21.9	0.000722	29.6
Clock	255	0.0000395	308
Sequential	0	0.000364	763
layout make-up:
class	count	area, sq um
Sequential cell	29	772
Fill cell	423	2580
Clock buffer	8	80.1
Inverter	8	32.5
Multi-Input combinational cell	113	973
Tap cell	70	87.6
Timing Repair Buffer	79	646
worst max path at each step:
stage / to / cells past startpoint / slack, ps
4_1_cts: col[3]$_DFFE_PP_ / 4 / -370
5_1_grt: col[3]$_DFFE_PP_ / 4 / -490
6_report: key[2]$_DFFE_PP_ / 5 / -400
synth_stat cells (2+ instances only):
library cell / instances / area share
nand4_1: 5 / 0.019
ha_1: 2 / 0.015
xor2_1: 7 / 0.038
inv_1: 8 / 0.018
and3_1: 7 / 0.027
clkbuf_1: 3 / 0.0069
nor3b_1: 2 / 0.0092
nor4_1: 3 / 0.011
nand3_1: 16 / 0.049
a21oi_1: 2 / 0.0061
nand3b_1: 2 / 0.0092
and4_1: 3 / 0.016
nor3_1: 2 / 0.0061
dfrtp_1: 20 / 0.31
edfxtp_1: 9 / 0.17
nand2_1: 12 / 0.028
xnor2_1: 15 / 0.080
o21ai_0: 3 / 0.0092
nor4b_1: 2 / 0.011
or4_1: 3 / 0.014
buf_2: 4 / 0.012
nor2_1: 12 / 0.028
layer usage:
layer / share of wire / global-route usage / up-vias
met2: 0.45 / 0.226 / 20
li1: - / - / 727
met1: 0.52 / 0.236 / 667
met3: 0.024 / 0.0295 / 6
met5: 0 / 0 / -
met4: 0.014 / 0.0165 / 0
cell families (layout without fill, tap and decap cells):
logic type / count (synthesis) / after routing / share of synthesized area
XOR/XNOR: 22 / 22 / 0.118
AND-OR/OR-AND: 10 / 10 / 0.0490
adder cells (fa/ha/maj): 2 / 2 / 0.0153
flip-flops: 29 / 29 / 0.472
AND/OR/NAND/NOR: 78 / 78 / 0.296
buffers and inverters: 16 / 95 / 0.0444
multiplexers: 1 / 1 / 0.00613
timing repair:
action | CTS | global route
resized | 28 | 20
pin swaps | 10 | 19
setup endpoints to repair | 24 | 26
setup buffers | 9 | 7
worst max-delay path, delay by kind of cell, from the launching register on:
family / cells / cell delay, ps
AND-OR/OR-AND: 1 / 260
flip-flops: 1 / 380
AND/OR/NAND/NOR: 4 / 1050
Power is estimated from default activity; no workload was simulated.
