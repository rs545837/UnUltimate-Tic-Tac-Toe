==> design.v <==
`timescale 1ns / 1ps
module verify_positions(
    input  wire [9:1] i_player_1_square_pos,
    input  wire [9:1] i_player_2_square_pos,
    output wire i_player_1_win,
    output wire i_player_2_win
    );
    wire p1_win_pos_1, p1_win_pos_2, p1_win_pos_3, p1_win_pos_4, p1_win_pos_5, p1_win_pos_6, p1_win_pos_7, p1_win_pos_8;
    wire p2_win_pos_1, p2_win_pos_2, p2_win_pos_3, p2_win_pos_4, p2_win_pos_5, p2_win_pos_6, p2_win_pos_7, p2_win_pos_8;
    assign p1_win_pos_1 = (i_player_1_square_pos[1] &  i_player_1_square_pos[2] &  i_player_1_square_pos[3]);
    assign p1_win_pos_2 = (i_player_1_square_pos[4] &  i_player_1_square_pos[5] &  i_player_1_square_pos[6]);
    assign p1_win_pos_3 = (i_player_1_square_pos[7] &  i_player_1_square_pos[8] &  i_player_1_square_pos[9]);
    assign p1_win_pos_4 = (i_player_1_square_pos[1] &  i_player_1_square_pos[4] &  i_player_1_square_pos[7]);
    assign p1_win_pos_5 = (i_player_1_square_pos[2] &  i_player_1_square_pos[5] &  i_player_1_square_pos[8]);
    assign p1_win_pos_6 = (i_player_1_square_pos[3] &  i_player_1_square_pos[6] &  i_player_1_square_pos[9]);
    assign p1_win_pos_7 = (i_player_1_square_pos[1] &  i_player_1_square_pos[5] &  i_player_1_square_pos[9]);
    assign p1_win_pos_8 = (i_player_1_square_pos[3] &  i_player_1_square_pos[5] &  i_player_1_square_pos[7]);
    assign i_player_1_win =  ( p1_win_pos_1 |  p1_win_pos_2 |  p1_win_pos_3 |  p1_win_pos_4 |  p1_win_pos_5 |  p1_win_pos_6 |  p1_win_pos_7 |  p1_win_pos_8 );
    assign p2_win_pos_1 = (i_player_2_square_pos[1] &  i_player_2_square_pos[2] &  i_player_2_square_pos[3]);
    assign p2_win_pos_2 = (i_player_2_square_pos[4] &  i_player_2_square_pos[5] &  i_player_2_square_pos[6]);
    assign p2_win_pos_3 = (i_player_2_square_pos[7] &  i_player_2_square_pos[8] &  i_player_2_square_pos[9]);
    assign p2_win_pos_4 = (i_player_2_square_pos[1] &  i_player_2_square_pos[4] &  i_player_2_square_pos[7]);
    assign p2_win_pos_5 = (i_player_2_square_pos[2] &  i_player_2_square_pos[5] &  i_player_2_square_pos[8]);
    assign p2_win_pos_6 = (i_player_2_square_pos[3] &  i_player_2_square_pos[6] &  i_player_2_square_pos[9]);
    assign p2_win_pos_7 = (i_player_2_square_pos[1] &  i_player_2_square_pos[5] &  i_player_2_square_pos[9]);
    assign p2_win_pos_8 = (i_player_2_square_pos[3] &  i_player_2_square_pos[5] &  i_player_2_square_pos[7]);
    assign i_player_2_win =  ( p2_win_pos_1 |  p2_win_pos_2 |  p2_win_pos_3 |  p2_win_pos_4 |  p2_win_pos_5 |  p2_win_pos_6 |  p2_win_pos_7 |  p2_win_pos_8 );
endmodule
==> run.sh <==
#!/bin/bash
# OpenROAD 26Q1-2900-gdf79404cd8, Yosys 0.63+post, stock flow scripts
make -C /OpenROAD-flow-scripts/flow DESIGN_CONFIG=/design/flow/config.mk WORK_HOME=/design/flow/orfs finish
==> config.mk <==
export PLATFORM = sky130hd
export DESIGN_NAME = verify_positions
export DESIGN_NICKNAME = verify_positions
export VERILOG_FILES = /design/flow/design.v
export SDC_FILE = /design/flow/constraint.sdc
export NUM_CORES = 4
export LEC_CHECK = 1
export CORE_AREA = 10 10 70 70
export DIE_AREA = 0 0 80 80
==> constraint.sdc <==
current_design verify_positions

set clk_period 1.4
set clk_io_pct 0.2

create_clock -name clk0 -period $clk_period

set non_clock_inputs [all_inputs -no_clocks]
set_input_delay [expr $clk_period * $clk_io_pct] -clock clk0 $non_clock_inputs
set_output_delay [expr $clk_period * $clk_io_pct] -clock clk0 [all_outputs]
==> flow_summary_export.csv <==
group,metric,value,unit
power_and_ir_drop,irDropWorstVdd,56.43,uV
setup_path,crit_slowest_cell,"dlygate4sd2_1",
global_routing,track_usage,0.01893,
final_timing,drv_slew,0,
setup_path,crit_path_end_kind,"output port",
global_routing,grt_pass1_wl,1.028,mm
setup_path,worstPathRequired,1.12,ns
layout,regArea,0,um^2
synth,synth.cell_area,108.9,um^2
drt,drc,0,
die,fp.dieH,80,um
layout,layout-drive-gt1-share,0.2353,
layout,logic_area,118.9,um^2
global_routing,antenna_found_initial,0,
layout,area_growth,217.2,%
global_routing,gr-total-overflow,0,
final_timing,relSlewSlack,0.8970,
layout,n_fill_cell,414,
setup_path,path_buffers,2,
clock_tree,cts_hold_buf,0,
setup_path,crit_family,"buffers and inverters",
setup_path,worstPathMaxFanout,2,
layout,final_cells,80,
synth,yosys.stat.seqShare,0,
place,gp_congestion,0.7646,
drt,drt-initial-drc-count,2,
final_timing,tightest_slew,0.1545,ns
place,dp.cells,80,
place,io_buffers,20,
global_routing,grt_max_degree,4,
die,fp_util,0.03187,
die,rows,21,
final_timing,period_needed,1.334,ns
synth,yosysChipArea,108.9,um^2
synth,yosys_cells,14,
synth,largest_area_cell,"a22o_1",
global_routing,grt_pass1_vias,250,
layout,ff_count,0,
drt,num_vias,223,
setup_path,path_cells,"dlygate4sd2_1, a22o_1, a22oi_2, nand2_1, buf_2",
setup_path,startpoint_type,"input pin",
final_timing,setup_viol,0,
die,io_pins,20,
final_timing,period_used_share,0.9531,
synth,avgSynthCellArea,7.775,um^2
setup_path,max_stage_delay,0.25,ns
drt,antenna_cells,0,
synth,netlist_instances,14,
min_path,hold_path_class,"in -> out",
drt,first_pass_iters,2,
synth,yosysWarnings,0,
layout,post-route-util,0.1011,
final_timing,fmax,0.7494,GHz
drt,post_drt_via_cell_ratio,2.788,
drt,antenna_left,0,
layout,clock_buffers,0,
setup_path,critical_path_class,"in -> out",
synth,top_area_frac,0.5632,
power_and_ir_drop,p_per_area,239.5,nW/um^2
job,drv_cap,0,
die,fp.dieW,80,um
drt,wire_per_inst,8.263,um
synth,synth_cell_types,4,
job,warnings,32,
status,outcome,"complete, no violations",
drt,routed_wl,661,um
power_and_ir_drop,cellLeakagePower,0.1392,nW
setup_path,crit_arrival,1.05,ns
die,core_area,3416,um^2
final_timing,holdWs,0.8591,ns
die,die-area,6400,um^2
final_timing,hold_violations,0,
synth,synth.area.top_cells,"a22o_1 (56%), a22oi_1 (28%), a22o_2 (9.2%)",
-- layer usage --
metal  wire (um)  track usage
met3          92      0.01023
met2         223      0.02889
met1         345      0.02439
met5           0            0
met4           0            0
-- path summary, 6_finish.rpt --
kind	cells after the start	start	slack [ns]	end
worst min-delay path	4	i_player_2_square_pos[5]	0.86	i_player_2_win
worst max-delay path	5	i_player_2_square_pos[6]	0.07	i_player_2_win
-- per-stage QoR --
stage / cell area, um^2 / setup TNS, ns / total power [mW] / setup slack [ns]
6_report: 345.3 / 0 / 0.08271 / 0.06560
5_1_grt: 345.3 / -0.001571 / 0.09269 / -0.001571
4_1_cts: 342.8 / 0 / 0.08049 / 0.02954
3_5_place_dp: 366.6 / -1.026 / 0.1011 / -0.5204
3_3_place_gp: 366.6 / -1.009 / 0.1001 / -0.5086
2_1_floorplan: 108.9 / 0 / 0.02572 / 0.4292
-- final cells by class --
cell class,instances,share of cell area
Timing Repair Buffer,20,0.4891
Multi-Input combinational cell,14,0.3442
Tap cell,46,0.1667
-- tightest hold or removal path, stage by stage --
cell	delay (ns)
clkbuf_2	0.11
a22oi_2	0.05
nand2_1	0.05
buf_2	0.09
-- cells in the mapped netlist --
library cell,n
nand2_1,2
a22o_1,7
a22o_2,1
a22oi_1,4
-- cells in the final DEF (no fill, tap or decap) --
cell,Yosys,routed
a22o_1,7,7
a22oi_1,4,2
clkdlybuf4s15_1,0,8
clkdlybuf4s50_1,0,2
clkbuf_2,0,3
nand2_1,2,2
buf_2,0,2
dlygate4sd2_1,0,5
a22o_2,1,1
a22oi_2,0,2
-- report_power, final --
part,internal (mW),switching (mW),total [mW]
clock,0,0,0
combinational,0.0552,0.0275,0.0827
sequential,0,0,0
total,0.0552,0.0275,0.0827
-- cell families (layout without fill, tap and decap cells) --
logic type,Yosys count,after routing,synth area share
and+or+nand+nor,2,2,0.06899
AOI/OAI and AO/OA,12,12,0.9311
buffers and inverters,0,20,0
-- what timing repair did --
item                       4_1_cts  5_1_grt
buffers inserted                 0        0
resized                         24       14
pin swaps                        8        7
cloned                           0        0
setup endpoints to repair        2        2
Power is estimated from default activity; no workload was simulated.
